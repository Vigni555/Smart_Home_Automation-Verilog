### design/flow/design.v
`timescale 1ns / 1ps
module UART_Receiver (
    input wire clk,
    input wire rst,
    input wire rx,
    output reg [7:0] data_out,
    output reg data_valid
);
parameter CLOCK_FREQ = 50000000;  
parameter BAUD_RATE = 9600;
parameter TICKS_PER_BIT = CLOCK_FREQ / BAUD_RATE;
reg [3:0] bit_index;
reg [7:0] buffer;
reg [15:0] tick_counter;
reg receiving;
always @(posedge clk or posedge rst) begin
    if (rst) begin
        data_valid <= 0;
        receiving <= 0;
        tick_counter <= 0;
        bit_index <= 0;
    end 
    else if (!receiving && !rx) begin
        receiving <= 1;
        tick_counter <= TICKS_PER_BIT / 2;  
        bit_index <= 0;
    end 
    else if (receiving) begin
        if (tick_counter == TICKS_PER_BIT) begin
            buffer[bit_index] <= rx;
            bit_index <= bit_index + 1;
            tick_counter <= 0;
            if (bit_index == 8) begin
                data_out <= buffer;
                data_valid <= 1;
                receiving <= 0;
            end
        end 
        else begin
            tick_counter <= tick_counter + 1;
        end
    end 
    else begin
        data_valid <= 0;
    end
end
endmodule
### design/flow/run.sh
#!/bin/bash
# OpenROAD 26Q1-2900-gdf79404cd8, Yosys 0.63+post, stock flow scripts
make -C /OpenROAD-flow-scripts/flow DESIGN_CONFIG=/design/flow/config.mk WORK_HOME=/design/flow/orfs finish
### design/flow/config.mk
export PLATFORM = sky130hd
export DESIGN_NAME = UART_Receiver
export DESIGN_NICKNAME = UART_Receiver
export VERILOG_FILES = /design/flow/design.v
export SDC_FILE = /design/flow/constraint.sdc
export NUM_CORES = 4
export LEC_CHECK = 1
export CORE_UTILIZATION = 30
### design/flow/constraint.sdc
current_design UART_Receiver

set clk_period 3.4
set clk_io_pct 0.2

create_clock -name clk0 -period $clk_period [get_ports {clk}]

set non_clock_inputs [all_inputs -no_clocks]
set_input_delay [expr $clk_period * $clk_io_pct] -clock clk0 $non_clock_inputs
set_output_delay [expr $clk_period * $clk_io_pct] -clock clk0 [all_outputs]
==> summary.rpt <==
FLOW METRICS REPORT
----------------------------------------------------
[Critical path]
  Kind of launch point of the worst setup path ........................ flip-flop
  Worst-path fanout max ........................ 8
  CP max-delay cell ........................ nor2_1
  Worst Path Required ........................ 3310 ps
  Gate family responsible for the most delay along the worst path ........................ simple AND/OR/NAND/NOR gates
  Critical path buffer and inverter count ........................ 1
  Setup crit end kind ........................ flip-flop
  Critical Path, Cell by Cell ........................ inv_1 -> ha_1 -> nor3b_2 -> and4_1 -> nand2_1 -> nor2_1
  Data arrival, critical path ........................ 2290 ps
  Delay of the slowest cell on the worst path ........................ 560 ps
  Worst Setup Path Type ........................ reg2reg

[Power]
  Leakage component of the power ........................ 0.909 nW
  Total power draw ........................ 1.02 mW
  Power per Cell Area ........................ approximately 420 nW/um2
  Highest ir drop seen on vdd ........................ 0.287 mV

[Clocking]
  Clk root buf ........................ clkbuf_8
  Number of resized instances in the post-cts repair step ........................ 0
  Number of setup buffers added after CTS ........................ 0
  Buffers from clock root to sink, at most ........................ 2
  CTS H-tree lvls ........................ 2
  Cts bufs inserted ........................ 5
  Post-cts hold buffer count ........................ 0
  Clock-pin slew of the registers on the worst-case setup and hold paths ........................ roughly 70 ps
  # clock sinks ........................ 38
  Clock latency at the later pin of the worst-skew pair ........................ around 280 ps
  Clock tree from TritonCTS ........................ done

[Floorplanning]
  DIE AREA ........................ 7480 um2
  Die span in x ........................ 86.5 um
  Initial standard-cell utilization of the core ........................ 0.314
  Vert. Die Dim ........................ approximately 87 um
  CORE AREA ........................ 6830 um2
  Row count ........................ 30
  Boundary Pins ........................ 12

[Placed design]
  HPWL after detailed placement ........................ 2.97 mm
  Dpl cell area ........................ 2320 um2
  Worst Setup Slack post-DPL ........................ 977 ps
  Cell Count Post-Placement ........................ 310
  Final RePlAce weighted congestion ........................ 0.847
  Buffers added on ports ........................ 11

[Drt]
  Via count ........................ 1658
  Drt wl/cell ........................ approximately 14 um
  Remaining antenna violation count after routing ........................ 0
  DRC Markers ........................ 0
  Post-detailed-route via-to-cell ratio ........................ between 5 and 6
  N_diodes ........................ 0
  Count of TritonRoute iterations in the first routing pass ........................ 4
  Sum of routed wire length over all layers ........................ 4.36 mm
  Iteration-0 DRC count of the detailed router ........................ 104

[Yosys]
  Number of unique standard cell types used by synthesis ........................ 45
  EDFF count, synth ........................ 16
  Synthesis area per yosys ........................ ~2100 um2
  Number of instances in the synthesized netlist ........................ 213
  Primary flip-flop cell chosen by synthesis mapping ........................ dfrtp_1
  Count of warnings emitted by yosys ........................ 1
  Post-synthesis average cell area ........................ around 10 um2
  Flops out of synthesis ........................ 38
  Area of the mapped netlist ........................ roughly 2100 um2
  Async set-or-reset flop fraction in the synthesized netlist ........................ 0.579
  Total cells reported by yosys after synthesis ........................ 213
  Sequential fraction of the synthesis area ........................ 0.481

[Final timing]
  Max-slew violation total from the final report ........................ 0
  Maximum clock frequency ........................ 0.422 GHz
  Clock Skews ........................ 7.44 ps
  Worst slack on hold paths ........................ about 460 ps
  Final hold vios ........................ 0
  Number of setup violations in the final report ........................ 0
  Fin worst setup slack ........................ slightly above 1000 ps
  Final critical delay including setup and external delays ........................ 2370 ps
  Setup repair after global routing missed its margin ........................ false
  Final total negative setup slack ........................ 0 ps
  Final worst-path cycle share ........................ 0.698
  Worst rel slew slack ........................ 0.408
  Least-Margin Pin Slew ........................ 888 ps

[Cells and area]
  Area growth from synthesis to final layout ........................ 12.1%
  Leading cell types in the layout, fill and taps excluded ........................ nand2_1 (25), dfrtp_1 (22), edfxtp_1 (16)
  Filler cell count ........................ 686
  Most frequent standard cell in the layout excluding fill and tap cells ........................ nand2_1
  Count of non-filler cells in the finished layout ........................ about 320
  Summed area of non-filler cells in the final layout ........................ 2400 um2
  Utilization after layout ........................ 0.351
  Ratio of cells with drive above 1 in the final layout ........................ 0.0766

[Hold path]
  Classification of the worst-slack hold path ........................ reg2reg

[Global route]
  Overall Global Routing Usage ........................ 0.127
  Vias in the first global route ........................ 1486
  Global-route wire length before repair ........................ 7.27 mm
  Total gr overflow ........................ 0
  Number of antenna violations at the first check in global routing ........................ 0
  Largest net degree at the start of global routing ........................ 23

[Run]
  Maximum Capacitance Violations ........................ 0
  Warning total across the stage logs ........................ 31

[Outcome]
  Result of the run ........................ finished clean

----------------------------------------------------
[area by class of cell]
| class | instances | area, um2 | share of cell area |
|---|---|---|---|
| Sequential cell | 38 | 1030 | 0.429 |
| Inverter | 9 | 33.8 | 0.0141 |
| Clock buffer | 8 | 80.1 | 0.0334 |
| Timing Repair Buffer | 13 | 125 | 0.0521 |
| Multi-Input combinational cell | 154 | 1010 | 0.421 |
| Tap cell | 96 | 120 | 0.0500 |
[path summary, 6_finish.rpt]
kind                                      start  cells after the start  slack (ps)               end
worst min register to register        buffer[1]                      0         460       data_out[1]
max in group asynchronous                   rst                      3        2360  tick_counter[11]
worst max register to register  tick_counter[0]                      6        1030         buffer[1]
worst max-delay path            tick_counter[0]                      6        1030         buffer[1]
min in group asynchronous                   rst                      3         810         receiving
worst min-delay path                  buffer[1]                      0         460       data_out[1]
[registers in the layout, indices dropped and copies added, names as in the netlist]
signal,cells
receiving,1
data_out,8
tick_counter,16
data_valid,1
bit_index,4
buffer,8
[synthesized netlist by cell type, drive strengths merged, types with 4 or more instances]
cell type	number	area, um2
inv	9	33.8
o221ai	6	52.6
nor2	15	56.3
ha	8	100
o31ai	4	30.0
nand3	11	60.1
nand4	8	56.3
edfxtp	16	480
a21oi	7	35.0
buf	8	51.3
nor4	4	25.0
a31oi	5	31.3
o21ai	22	110
nand2	25	93.8
clkbuf	4	15.0
dfrtp	22	551
[metal layers]
layer | global-route usage | vias up | wire (um)
li1 | - | 813 | -
met3 | 0.0280 | 7 | 145
met2 | 0.198 | 39 | 2040
met5 | 0 | - | 0
met1 | 0.194 | 799 | 2110
met4 | 0.0136 | 0 | 63
[cell families (layout without fill, tap and decap cells)]
family / count (synthesis) / after routing / synth area share
AND-OR/OR-AND: 56 / 56 / 0.175
XOR/XNOR: 3 / 3 / 0.0123
adder cells (fa/ha/maj): 8 / 8 / 0.0467
buffers and inverters: 21 / 30 / 0.0467
flip-flops: 38 / 38 / 0.481
multiplexers: 5 / 5 / 0.0245
AND/OR/NAND/NOR: 82 / 82 / 0.214
[power by group]
part	switching, mW	internal, mW
Sequential	0.0673	0.514
Clock	0.148	0.146
Combinational	0.0779	0.0646
Power figures rest on the tool's default switching activity, not on a simulated workload.
