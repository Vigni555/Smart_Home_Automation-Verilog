## /design/flow/config.mk

```make
export PLATFORM = sky130hd
export DESIGN_NAME = SHS
export DESIGN_NICKNAME = SHS
export VERILOG_FILES = /design/flow/design.v
export SDC_FILE = /design/flow/constraint.sdc
export NUM_CORES = 4
export LEC_CHECK = 1
export CORE_AREA = 10 10 70 70
export DIE_AREA = 0 0 80 80
```

## /design/flow/constraint.sdc

```tcl
current_design SHS

set clk_period 1.0
set clk_io_pct 0.2

create_clock -name clk0 -period $clk_period [get_ports {clk}]

set non_clock_inputs [all_inputs -no_clocks]
set_input_delay [expr $clk_period * $clk_io_pct] -clock clk0 $non_clock_inputs
set_output_delay [expr $clk_period * $clk_io_pct] -clock clk0 [all_outputs]
```

## /design/flow/design.v

```verilog
`timescale 1ns / 1ps
module SHS(
    input wire clk,
    input wire reset,
    input wire [7:0] temperature,      
    input wire light_sensor,
    input wire motion_sensor,
    input wire gas_sensor,
    input wire door_sensor,
    input wire rain_sensor,
    output reg fan,
    output reg ac,
    output reg room_light,
    output reg security_alarm,
    output reg exhaust_fan,
    output reg door_lock,
    output reg window_closer
);
parameter FAN_TEMP_THRESHOLD = 25;
parameter AC_TEMP_THRESHOLD  = 28;
always @(posedge clk or posedge reset) begin
    if (reset) begin
        fan <= 0;
        ac <= 0;
        room_light <= 0;
        security_alarm <= 0;
        exhaust_fan <= 0;
        door_lock <= 0;
        window_closer <= 0;
    end else begin
        if (temperature > FAN_TEMP_THRESHOLD)
            fan <= 1;
        else
            fan <= 0;
        if (temperature > AC_TEMP_THRESHOLD)
            ac <= 1;
        else
            ac <= 0;
        if (!light_sensor)
            room_light <= 1;
        else
            room_light <= 0;
        if (motion_sensor)
            security_alarm <= 1;
        else
            security_alarm <= 0;
        if (gas_sensor)
            exhaust_fan <= 1;
        else
            exhaust_fan <= 0;
        if (door_sensor)
            door_lock <= 1;
        else
            door_lock <= 0;
        if (rain_sensor)
            window_closer <= 1;
        else
            window_closer <= 0;
    end
end
endmodule
```

## /design/flow/run.sh

```bash
#!/bin/bash
# OpenROAD 26Q1-2900-gdf79404cd8, Yosys 0.63+post, stock flow scripts
make -C /OpenROAD-flow-scripts/flow DESIGN_CONFIG=/design/flow/config.mk WORK_HOME=/design/flow/orfs finish
```

==> out/qor.csv <==
metric,value,unit
status,completed,
Cell Rows,21,
Sw Ratio,19.8,%
Main area contributors,"dfrtp_1 81%, nor3_2 4.6%, o2111ai_1 4.0%",
Log Warnings,25,
# diodes,0,
Port Buffers,21,
gp weighted congestion,0.658,
Clock power frac,39.4,%
Cell Type Count,6,
CTS H-tree depth,1,
I/O Pins,22,
CTS Hold Bufs,0,
Worst VDD drop,0.563,mV
Worst-Margin Slew,266,ps
total gr overflow,0,
"Min Clock Period, post-route",945,ps
class of the worst hold path,input pin to async pin,
Detailed Route WL,812,µm
Vert. Die Dim,80,µm
clk buf depth,2,
internal power component,0.000509,W
Net Switching,0.000125,W
post-synth top area cell,dfrtp_1,
CTS Buf Count,3,
post-route ant nets,0,
post-synth top area share,80.9,%
Fmax,1060,MHz
worst setup slack after layout,54.9,ps
"Hold Violations, Final",0,
final cell count without fillers,85,
Final Instance Area,475,µm²
Worst setup SP type,register,
Seq cells post-synth,7,
CP max stage cell,dfrtp_1,
Synth Seq Share,80.9,%
fin crit share,94.5,%
Pleak,0.188,nW
largest net degree at the start of global routing,8,
comb. cell area,33.8,µm²
routed via count,209,
"Cell Chain, Critical Path",buf_2,
drt first-iter violations,3,
register share of total power,47.6,%
fill cell count,400,
initial antenna violation count,0,
GR Util All Layers,2.42,%
Die ar.,0.00640,mm²
"slowest stage delay, CP",380,ps
crit path DAT,750,ps
worst-path fanout max,1,
dpl cells,81,
Slew HR,82.2,%
Logic pwr share,13.0,%
vias in the first global route,255,
Wirelength per Cell,9.55,µm
ys cells,14,
power density cells,1330,mW/mm²
Netlist Area Pre-Place,216,µm²
CTS tree,done,
Core Region,0.00342,mm²
Vias/cell,2.46,
DRC Markers,0,
Syn Area/Cell,15.5,µm²
Placement Cell Area,484,µm²
RSZ-0062 raised after global routing,false,
Yosys Warn Count,1,
area growth from synthesis to final layout,120,%
fp_density,6.34,%
critical path capture point type,primary output,
layout cells sized above 1,28.2,%
Yosys Chip Area,216,µm²
register area,175,µm²
CTS root buf,clkbuf_4,
Required @ worst endpoint,800,ps
Setup WS pre-CTS,-23.4,ps
"Reg clk slew, reported paths",50,ps
Top Family by Delay on Critical Path,flip-flops,
CTS Sinks,7,
Die Width,80,µm
Max-Cap Viols,0,
Post-Syn Instances,14,
first-pass GRT wire length,1190,µm
router iterations before antenna repair,2,
Setup Viol. Count Final,0,
final slew viol count,0,
WP buf/inv,1,
Crit Path Category,register to primary output,
worst max-delay path by stage:
stage     cells past startpoint     endpoint  slack (ps)                  start
6_report                      1   room_light          50   room_light$_DFF_PP0_
5_1_grt                       1  exhaust_fan          20  exhaust_fan$_DFF_PP0_
4_1_cts                       1   room_light          40   room_light$_DFF_PP0_
flip-flops by register name, indices dropped and copies added (netlist names):
signal,cells
security_alarm,1
window_closer,1
fan,1
door_lock,1
ac,1
exhaust_fan,1
room_light,1
cell usage in the layout (no fill, tap or decap), drive strengths merged:
master         count
o2111ai            1
clkbuf             4
o211ai             1
nand2              2
dfrtp              7
buf                7
inv                2
clkdlybuf4s50     14
nor3               1
final cells by class:
| type | count | area share [%] |
|---|---|---|
| tap | 46 | 12.1 |
| sequential | 7 | 36.8 |
| clock buffer | 4 | 5.53 |
| multi-input combinational | 5 | 7.11 |
| inverter | 2 | 1.58 |
| timing repair buffer | 21 | 36.8 |
cell usage after synthesis:
master     instances
inv_1              2
dfrtp_1            7
nand2_1            2
o2111ai_1          1
nor3_2             1
o211ai_1           1
power groups by stage:
stage | Sequential, W | Clock [W] | Combinational, W
after CTS | 0.000302 | 0.000267 | 0.0000836
after global routing | 0.000302 | 0.000286 | 0.0000903
final | 0.000302 | 0.000250 | 0.0000821
metrics by stage:
step / power, W / utilization, % / setup TNS (ps) / hold slack, ps
final: 0.000634 / 13.9 / 0 / 179
after global routing: 0.000679 / 13.9 / 0 / 203
after CTS: 0.000652 / 13.9 / 0 / 177
after detailed placement: 0.000404 / 14.2 / -54.5 / 450
after global placement: 0.000403 / 14.2 / -28.0 / 456
after floorplan: 0.000311 / - / 0 / 3.40
cell families after synthesis:
kind of cell	share of synthesized area, %
simple gates	8.09
buf+inv	3.47
flops	80.9
compound gates	7.52
what timing repair did:
action,CTS,global route
setup endpoints to repair,7,0
buffers inserted,0,0
resized,23,0
metal layers:
metal	wire length (µm)	part of all wire, %	vias to the layer above	GRT usage (%)
met4	0	0	0	0.704
met2	191	24	22	1.77
met1	450	55	91	3.63
met5	0	0	-	0
li1	-	-	96	-
met3	170	21	0	2.73
Power figures rest on the tool's default switching activity, not on a simulated workload.
