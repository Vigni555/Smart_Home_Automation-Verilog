==> /design/flow/design.v <==
`timescale 1ns / 1ps
module UART_Transmitter(
    input wire clk,
    input wire rst,
    input wire tx_start,
    input wire [7:0] tx_data,
    output reg tx,
    output reg busy
);
parameter CLOCK_FREQ = 50000000;  
parameter BAUD_RATE = 9600;
parameter TICKS_PER_BIT = CLOCK_FREQ / BAUD_RATE;
reg [3:0] bit_index;
reg [9:0] shift_reg;   
reg [15:0] tick_counter;
always @(posedge clk or posedge rst) begin
    if (rst) begin
        tx <= 1;
        busy <= 0;
        bit_index <= 0;
        tick_counter <= 0;
    end 
    else if (tx_start && !busy) begin
        busy <= 1;
        shift_reg <= {1'b1, tx_data, 1'b0};  
        bit_index <= 0;
        tick_counter <= 0;
    end 
    else if (busy) begin
        if (tick_counter == TICKS_PER_BIT) begin
            tx <= shift_reg[0];
            shift_reg <= shift_reg >> 1;
            bit_index <= bit_index + 1;
            tick_counter <= 0;
            if (bit_index == 9)  
                busy <= 0;
        end 
        else begin
            tick_counter <= tick_counter + 1;
        end
    end
end
endmodule
==> /design/flow/run.sh <==
#!/bin/bash
# OpenROAD 26Q1-2900-gdf79404cd8, Yosys 0.63+post, stock flow scripts
make -C /OpenROAD-flow-scripts/flow DESIGN_CONFIG=/design/flow/config.mk WORK_HOME=/design/flow/orfs finish
==> /design/flow/config.mk <==
export PLATFORM = sky130hd
export DESIGN_NAME = UART_Transmitter
export DESIGN_NICKNAME = UART_Transmitter
export VERILOG_FILES = /design/flow/design.v
export SDC_FILE = /design/flow/constraint.sdc
export NUM_CORES = 4
export LEC_CHECK = 1
export CORE_UTILIZATION = 40
==> /design/flow/constraint.sdc <==
current_design UART_Transmitter

set clk_period 2.4
set clk_io_pct 0.2

create_clock -name clk0 -period $clk_period [get_ports {clk}]

set non_clock_inputs [all_inputs -no_clocks]
set_input_delay [expr $clk_period * $clk_io_pct] -clock clk0 $non_clock_inputs
set_output_delay [expr $clk_period * $clk_io_pct] -clock clk0 [all_outputs]
==> out/qor.yml <==
run_status:
  outcome: "finished, final reports clean"
drt:
  drt-initial-drc-count: 34
  route.detailed.drc: 0
  firstDrtPassIters: 4
  ant_nets: 0
  viasPerCell: 5.41
  drt-total-wl_mm: 3.14
  antenna-diode-count: 0
  wl_per_cell_microns: 14.2
  vias: 1196
placed_design:
  place_congestion: 0.844
  place_area_sq_um: 1840
  hpwl_mm: 2.23
  portBuffers: 12
  post-place-ws_ns: 0.180
  dp.cells: 213
sta:
  rsz0062_at_grt: "false"
  worst_slew_pin_slew_ns: 0.538
  slew_violations: 0
  finalHoldViolCount: 0
  fin_tns_setup_ns: 0
  max_freq_ghz: 0.450
  finalClockPeriodUsage_pct: 92.7
  setup_viol: 0
  min_period_ns: 2.22
  fin_ws_ns: 0.175
  fin_hold_ws_ns: 0.457
  fin_skew_ns: 0.00437
  maxSlewHeadroom_pct: 64.0
cts:
  cts_resized: 0
  cts.sinks: 32
  cts_tree: "done"
  clk_pin_slew_ns: 0.06
  cts_buffers: 5
  clockBufferDepth: 2
  post_cts_buffers: 0
  hold_buffers: 0
  h-tree-depth: 2
  cts-root-buf: "clkbuf_8"
  clkLatencyLatePin_ns: 0.28
power:
  netSwitchingPower_uw: 399
  p_clk_share_pct: 28.1
  p_leak_nw: 0.781
  switching_share_pct: 29.6
  ir_drop_uv: 410
  power_density_nw_per_um2: 700
  seqPwrFrac_pct: 55.0
  finalPower_mw: 1.35
  p_int_uw: 947
  pwr-share-comb_pct: 16.9
final_layout:
  stdcell_count: 221
  largest_register_ffs: 16
  area_delta_synth_final_pct: 16.0
  design_area_sq_um: 1920
  final_util_pct: 48.1
  nFillCells: 359
  drive_gt1_share_pct: 15.2
floorplan:
  floorplan.core_util_pct: 41.4
  die_area_sq_um: 4410
  core-area_sq_um: 4000
  die_height_microns: 66.4
  rows: 23
  pin_count: 13
  die_width_microns: 66.4
grt:
  antenna_found_initial: 0
  use_met3_pct: 3.50
  grt_pass1_wl_mm: 5.55
  grt_max_degree: 23
  grt_pass1_vias: 1213
  use_met1_pct: 29.7
  use_met2_pct: 25.1
  grt_busiest_layer: "met1"
  grtUsageTotal_pct: 17.5
  overflow: 0
run:
  warnings: 27
  cap_violations: 0
logic_synthesis:
  synth_top_area_share_pct: 31.7
  topCellsByArea: "dfrtp_1, edfxtp_1, mux2_2, nor2_1, ha_1"
  largest_area_cell: "dfrtp_1"
  numSynthFlops: 32
  ys_seq_share_pct: 51.4
  yosysChipArea_sq_um: 1660
  synth-edff-count: 10
  syn-cell-area_sq_um: 1660
  ys.flop_type: "dfrtp_1"
  synth-async-reset-ratio_pct: 68.8
  ys_warn_count: 1
  syn_area_per_cell_sq_um: 11.0
  ys_types: 46
  synth_cells: 151
  ys_cells: 151
critical_path:
  endpoint_kind: "flop"
  cp-start-kind: "flop"
  reg2regPathDepth: 7
  endpoint: "shift_reg[9]"
  reg2reg_slack_ns: 0.18
  cp_max_fo: 10
  worstPathArrival_ns: 2.21
  critical_path_class: "reg -> reg"
  rr_endpoint: "shift_reg[9]"
  rr_startpoint: "tick_counter[1]"
  startpoint: "tick_counter[1]"
  worstPathRequired_ns: 2.38
hold_path:
  hold_class: "reg -> reg"
-- cell type report --
type	instances	area (sq um)	share of cell area, %
clock buffer	7	76.3	3.97
clock inverter	1	3.75	0.195
tap	50	62.6	3.25
sequential	32	852	44.3
inverter	7	26.3	1.37
multi-input combinational	107	744	38.7
timing repair buffer	17	158	8.20
-- power groups by stage --
stage     Clock, mW  Combinational [mW]  Sequential [mW]
5_1_grt       0.408               0.261            0.759
6_report      0.378               0.228            0.740
4_1_cts       0.390               0.229            0.739
-- metal layers --
layer	wire length [microns]	part of all wire (%)
met1	1560	50
met2	1420	45
met3	106	3.4
met4	55	1.8
met5	0	0
-- logic make-up (layout without fill, tap and decap cells) --
kind of cell    Yosys count  count (layout)  share of synthesized area, %
buf+inv                  12              32                          3.70
compound gates           28              28                          11.6
xor+xnor                  8               8                          4.23
mux                      11              11                          7.32
flops                    32              32                          51.4
fa+ha+maj                 4               4                          3.02
simple gates             56              56                          18.7
-- cells in the mapped netlist (4+ instances only) --
cell / instances
a31oi_1: 6
nor2_1: 15
o21ai_0: 4
dfrtp_1: 21
nand3_1: 10
edfxtp_1: 10
mux2_2: 8
ha_1: 4
xor2_1: 5
o21ai_1: 4
nand2_1: 9
inv_1: 7
-- worst min path at each step --
stage / start / endpoint / depth (start not counted) / slack, ns
final: shift_reg[0] / tx / 1 / 0.46
after global routing: shift_reg[0] / tx / 1 / 0.47
after CTS: shift_reg[0] / tx / 1 / 0.46
-- worst max-delay path: stages (launching register included) --
cell     delay (ns)
dfrtp_1        0.42
inv_1          0.10
ha_1           0.13
or4b_4         0.48
nor4_4         0.36
a21oi_1        0.14
nor2_1         0.11
buf_4          0.19
-- cell usage in the layout (no fill, tap or decap), drive strengths merged, types with 2 or more instances in the layout --
master / synthesis / routed
a21o: 2 / 2
nor2: 15 / 15
buf: 4 / 5
nand2: 10 / 10
xor2: 5 / 5
a21oi: 2 / 2
clkbuf: 1 / 7
a31oi: 6 / 6
or4: 2 / 2
ha: 4 / 4
nor4: 2 / 2
xnor2: 3 / 3
nor2b: 3 / 3
nand4: 3 / 3
nand3: 10 / 10
clkdlybuf4s50: 0 / 12
and3: 4 / 4
nor3: 2 / 2
o21ai: 8 / 8
mux2i: 2 / 2
dfrtp: 21 / 21
o211ai: 3 / 3
edfxtp: 10 / 10
mux2: 9 / 9
inv: 7 / 7
Power is estimated from default activity; no workload was simulated.
